===== design/flow/config.mk =====
export PLATFORM = sky130hd
export DESIGN_NAME = Divider
export DESIGN_NICKNAME = Divider
export VERILOG_FILES = /design/flow/design.v
export SDC_FILE = /design/flow/constraint.sdc
export NUM_CORES = 4
export LEC_CHECK = 1
export CORE_AREA = 10 10 103 103
export DIE_AREA = 0 0 113 113

===== design/flow/constraint.sdc =====
current_design Divider

set clk_period 3.6
set clk_io_pct 0.2

create_clock -name clk0 -period $clk_period [get_ports {clk}]

set non_clock_inputs [all_inputs -no_clocks]
set_input_delay [expr $clk_period * $clk_io_pct] -clock clk0 $non_clock_inputs
set_output_delay [expr $clk_period * $clk_io_pct] -clock clk0 [all_outputs]

===== design/flow/design.v =====
module Divider  (   clk, ctl, o_toggle,
                    Data_In,
                    Data_Out_1, Data_Out_2
);
input clk;
input [1:0] ctl;
input [31:0] Data_In;
output reg [15:0] Data_Out_1, Data_Out_2;
output o_toggle;
reg toggle = 0;
reg EN_toggle;
always @(posedge clk) begin
    if (EN_toggle) begin
        toggle = ~toggle;
    end
	 else begin
			toggle = toggle;
	 end
end
always @(posedge clk) begin
    case (ctl)
        2'b00: 
        begin
            Data_Out_1 <= 0;
            Data_Out_2 <= 0;
            EN_toggle <= 0;
        end
        2'b01:
        begin
            Data_Out_1 = toggle ? Data_In[15:0] : 0;
            Data_Out_2 = toggle ? 0 : Data_In[15:0];
            EN_toggle <= 1;
        end
        2'b10:
        begin
            Data_Out_1 = toggle ? Data_In[15:0] : 0;
            Data_Out_2 = toggle ? 0 : Data_In[15:0];
            EN_toggle <= 1;
        end
        2'b11:
        begin
            Data_Out_1 = toggle ? Data_In[15:0] : Data_In[31:16];
            Data_Out_2 = toggle ? Data_In[31:16] : Data_In[15:0];
            EN_toggle <= 1;
        end
        default: 
		  begin
            Data_Out_1 <= 0;
            Data_Out_2 <= 0;
            EN_toggle <= 0;
			end
    endcase
end
assign o_toggle = toggle;
endmodule

===== design/flow/run.sh =====
#!/bin/bash
# OpenROAD 26Q1-2900-gdf79404cd8, Yosys 0.63+post, stock flow scripts
make -C /OpenROAD-flow-scripts/flow DESIGN_CONFIG=/design/flow/config.mk WORK_HOME=/design/flow/orfs finish

==> results.cfg <==
; flow metrics
[route]
detail_route.antenna_diodes = 0
antenna_left = 0
viasPerCell = 4.249
num_vias = 1364
avgRoutedWirePerCell_um = 13.84
drt_first_iter_violations = 90
drc = 0
wirelength_um = 4442
detail_route.first_pass.iterations = 4

[global_routing]
global_route_total_usage_across_every_layer_pct = 6.526
grt_start_max_net_pins = 34
grt_pass1_vias = 1180
grt_overflow = 0
global_route_wire_length_before_repair_um = 6720
antenna_found_initial = 0

[timing]
setup-violations-final = 0
final_hold_viol_count = 0
clock-skew-final_ps = 10.35
finalCriticalPeriod_ps = 2252
report.final.slew_viol_count = 0
timing.max_slew.rel_slack_pct = 63.19
upper_clock_frequency_limit_mhz = 444.1
grt_setup_unrepaired = no
part_of_the_cycle_the_worst_path_needs_pct = 62.55
fin_tns_setup_ps = 0
worst_slew_pin_slew_ps = 551.4

[floorplan]
die_h_um = 113
starting_density_of_the_core_pct = 16.13
standard_cell_core_area_um2 = 8299
placementRows = 33
pin_count = 68
fp.dieW_um = 113
fp.dieArea_um2 = 12770

[setup_path]
critical_path.endpoint_type = primary output
timing.critical_path.max_delay_family = flip-flops
r2r_cells = 3
timing.rr.end = Data_Out_1[10]
r2r-start = toggle
crit_type = flip-flop to primary output
critPathRequiredTime_ps = 2880
cpMaxStageDelayCell = sky130_fd_sc_hd__edfxtp_1
path_depth = 1
worst_setup_path_start_kind = flip-flop
crit_fanout = 15
worst-r2r-setup-slack_ps = 2050
crit_arrival_ps = 1530
critPathMaxStageDelay_ps = 670
crit_buf_inv = 1
crit_chain = clkdlybuf4s50_1

[status]
run_status = completed

[clock_tree]
clock_sinks = 34
insertion_delay_ps = 280
cts_tree = done
clock_input_transition_at_the_sequential_cells_of_the_worst_setup_and_hold_paths_ps = 80
post_cts.repair.setup_buffers = 0
holdBufCountCts = 0
ctsRootBufferMaster = sky130_fd_sc_hd__clkbuf_8
ctsHtreeMaxLevel = 2
cts.repair.resized = 0
cts.path.max_buffers = 2
number_of_buffers_inserted_during_clock_tree_synthesis = 5

[power_and_ir_drop]
leakage_power_summed_over_all_cells_nw = 0.7559
maximum_vdd_drop_uv = 147.0
power-per-cell-area_nw_per_um2 = 409.0

[run]
openroad.warnings = 26
max-cap-violations = 0

[cells_and_area]
layout.core_utilization_pct = 25.81
seq_area_um2 = 690.7
synthToLayoutAreaGrowth_pct = 60.00
post_layout_nonfiller_instances = 321
fraction_of_final_layout_cells_with_drive_strength_greater_than_1_pct = 6.481
final-comb-area_um2 = 521.8
fill_cells = 878

[min_path]
worstHoldEndpoint = toggle
hold_depth = 0
hold_path_startpoint = EN_toggle
hold_path_class = flip-flop to flip-flop

[synthesis]
synth-seq-area-share_pct = 51.59
numSynthFlops = 34
postSynthAreaPerCell_um2 = 8.582
syn-cell-area_um2 = 1339
syn-instance-count = 156
adder_share_pct = 1.869
top_logic_kind = simple AND/OR/NAND/NOR gates
synthSimpleGateAreaFrac_pct = 25.14
yosys.area_share.xor_xnor_pct = 0
yosysUniqueCellTypes = 13
yosys.area_share.aoi_pct = 11.96
yosysWarnings = 1
mux_area_share_pct = 0
ys_cells = 156
yosysChipArea_um2 = 1339

[placed_design]
port_buffers = 67
placed_wire_length_estimate_um = 3304
placed_cells = 313
gp_congestion = 0.7000
-- flip-flops by register name, indices dropped and copies added, names as in the netlist --
signal,count
Data_Out_2,16
EN_toggle,1
Data_Out_1,16
toggle,1
-- synthesized netlist by cell type (all sizes together) --
master / n / area, µm²
nand3: 64 / 330.3
dfxtp: 33 / 660.6
a21oi: 32 / 160.2
buf: 11 / 80.07
clkbuf: 8 / 31.28
inv: 4 / 15.01
ha: 2 / 25.02
edfxtp: 1 / 30.03
or2: 1 / 6.260
-- cell type report --
cell class / instances / share of cell area, %
flip-flops and latches: 34 / 32.24
clock buffers: 6 / 3.388
repair buffers: 71 / 32.71
well taps: 105 / 6.133
inverters: 4 / 0.7009
clock inverters: 2 / 0.4673
multi-input cells: 99 / 24.36
-- per-stage QoR --
step / setup WS [ps] / power, W / hold WS, ps / cell area, µm²
6_report: 1348 / 0.0008761 / 436.2 / 2142
5_1_grt: 1214 / 0.0009268 / 447.9 / 2142
4_1_cts: 1320 / 0.0008972 / 436.7 / 2142
3_5_place_dp: 1133 / 0.0006177 / 417.5 / 2059
3_3_place_gp: 1150 / 0.0006164 / 413.1 / 2059
2_1_floorplan: 1863 / 0.0005016 / 412.8 / 1339
-- metal layers --
metal	share of wire, %	track usage (%)	up-vias
met2	48	10.45	75
li1	-	-	661
met4	1.8	1.269	0
met5	0	0	-
met3	11	2.564	6
met1	40	8.209	622
-- worst max path at each step --
stage / start / endpoint
6_report: toggle / o_toggle
5_1_grt: toggle / o_toggle
4_1_cts: toggle / o_toggle
-- cells in the final DEF, fill, tap and decap left out, types with 2 or more instances in the layout --
cell	netlist	routed
sky130_fd_sc_hd__clkdlybuf4s50_1	0	67
sky130_fd_sc_hd__nand3_1	62	62
sky130_fd_sc_hd__dfxtp_1	33	33
sky130_fd_sc_hd__a21oi_1	32	32
sky130_fd_sc_hd__clkbuf_8	0	5
sky130_fd_sc_hd__buf_4	0	4
sky130_fd_sc_hd__inv_1	3	3
sky130_fd_sc_hd__nand3_2	2	2
sky130_fd_sc_hd__ha_1	2	2
sky130_fd_sc_hd__clkinv_2	0	2
-- logic make-up after synthesis --
group                      count (synthesis)
AOI/OAI and AO/OA                         32
adders and majority gates                  2
buffers and inverters                     23
DFF                                       34
and+or+nand+nor                           65
-- where the power goes --
part	leakage, nW	internal [W]	switching, W	total [W]
sequential	0.283	0.000411	0.0000135	0.000424
combinational	0.428	0.000109	0.0000729	0.000182
clock	0.0450	0.000134	0.000136	0.000270
total	0.756	0.000654	0.000222	0.000876
No activity file was given, so power comes from the tool's default toggle rates.

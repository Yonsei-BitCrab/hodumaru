==> design.v <==
module FIFOQueue(
    input clk,
    input rst,
    input enq,
    input deq,
    input [DATA_WIDTH-1:0] data_in,
    output reg [DATA_WIDTH-1:0] data_out,
    output full,
    output empty
);
parameter DEPTH = 8;  
parameter DATA_WIDTH = 32;  
reg [DATA_WIDTH-1:0] queue[0:DEPTH-1];
reg [2:0] head = 0;
reg [2:0] tail = 0;
reg _full, _empty;
always @(posedge clk or posedge rst) begin
    if (rst) begin
        head <= 0;
        tail <= 0;
        _full <= 0;
        _empty <= 1;
    end else begin
        _full <= (head == tail) && enq;
        _empty <= (head == tail) && !enq;
        if (enq && !full) begin
            queue[tail] <= data_in;
            tail <= (tail == DEPTH-1) ? 0 : tail + 1;
        end
        if (deq && !empty) begin
            data_out <= queue[head];
            head <= (head == DEPTH-1) ? 0 : head + 1;
        end
    end
end
assign full = _full;
assign empty = _empty;
endmodule
==> run.sh <==
#!/bin/bash
# OpenROAD 26Q1-2900-gdf79404cd8, Yosys 0.63+post, stock flow scripts
make -C /OpenROAD-flow-scripts/flow DESIGN_CONFIG=/design/flow/config.mk WORK_HOME=/design/flow/orfs finish
==> config.mk <==
export PLATFORM = sky130hd
export DESIGN_NAME = FIFOQueue
export DESIGN_NICKNAME = FIFOQueue
export VERILOG_FILES = /design/flow/design.v
export SDC_FILE = /design/flow/constraint.sdc
export NUM_CORES = 4
export LEC_CHECK = 1
export CORE_UTILIZATION = 30
==> constraint.sdc <==
current_design FIFOQueue

set clk_period 6.5
set clk_io_pct 0.2

create_clock -name clk0 -period $clk_period [get_ports {clk}]

set non_clock_inputs [all_inputs -no_clocks]
set_input_delay [expr $clk_period * $clk_io_pct] -clock clk0 $non_clock_inputs
set_output_delay [expr $clk_period * $clk_io_pct] -clock clk0 [all_outputs]
==> run notes <==
The run has ended; figures from its reports follow.

The via count of the first global-routing pass is 6258. In the Yosys stats the netlist draws on 28 distinct library cells. Setup repair after global routing left no endpoint under its margin. In this run the count of I/O pins placed on the die edge is 70. The transition time recorded at the tightest slew-check pin is 0.758 ns. The tree is rooted in a clkbuf_16. The post-synthesis simple-gate area fraction came out at under 10%. The total congestion overflow came out at 0. The layout report lists the combined flip-flop and latch area as 8850 sq um. For this design, the sink count on the clock tree is 296. The x dimension of the die is 196 um. In this build the clock could be raised as far as 296 MHz. The vertical die dimension reported for this design is just under 200 um. The synth_stat.txt file lists the number of cells as roughly 620. After the first detailed-routing iteration, the DRC count stood at 450. The async set-reset flop share out of synthesis is ~2.7%. The worst hold slack after final layout is 0.618 ns. The synthesis report lists the most area-consuming cells as edfxtp_1 (77%), a41oi_2 (4.3%), mux2_2 (3.5%). Summing internal, switching and leakage power gives 5.76 mW. In this run the maximum-capacitance check reported violations numbering 0. Per the synthesis report, the adder-cell share of the synthesized area is 1.33%. The endpoint class of the critical path is a flip-flop. The maximum net fanout on the critical path came out at 41. Entering global routing, the biggest net connects 42 pins. The power per cell area came out at 428 nW/um^2. The number of max-slew violations in the final report is 0.

The share of the synthesized netlist area taken by xor and xnor gates is 0.233%. The CTS buffer count is 30. The number of register bits inferred by synthesis is between 200 and 300. The insertion delay to the later sink of the worst-skew pair came out at 0.54 ns. The maximum number of buffers from clock root to sink came out at 3. The number of cells after detailed placement came out at 1131. By startpoint and endpoint, the worst setup path is classified as reg2reg. Sorting the synthesized cells by how often they occur yields edfxtp_1 (288), nand2_1 (66), clkbuf_1 (35), mux2_2 (35), nor3_1 (34). The worst setup path is launched from a flip-flop. The largest non-sequential cell family by area is AND-OR/OR-AND gates. Of the post-synthesis cell area, the part taken by muxes is 3.49%. The final hold violation count recorded for this run is 0.

Before antenna repair, the detailed router went through 6 iterations. The first-pass GRT wire length came out at 36500 um. According to the floorplan log, the row count is 70. Adding up every negative setup slack in the final design gives 0 ns.

The cell area after placement came out at roughly 13000 sq um. The initial antenna violation count came out at 0. The quantity of hold-fixing buffers added after cts is 0. The area of the chip came out at 38400 sq um.

The post-synthesis share of cell area spent on and-or and or-and gates came out at 9.95%. The highest supply drop recorded on VDD is 0.263 mV. The remaining max-slew budget at the tightest pin came out at 49.2%. The sequential fraction of the synthesis area came out at 78.4%.

The final cell area excluding filler cells came out at 13500 sq um. The post-layout worst setup margin is 3.13 ns. The count of input and output buffers is 69. The clock skew after layout came out at roughly 0.012 ns. The leading area contributor after synthesis is edfxtp_1. The total wirelength of the detailed-routed design came out at 23600 um.

The minimum clock period is approximately 3.4 ns. The antenna diode instance count is 0. The flow ran to the end, and the final reports show no timing, DRC or antenna violations. The synthesized area came out at 11300 sq um. Per the post-synthesis report, the number of cells in the design is 615. The average wire per standard cell is about 20 um. On the reported timing paths, the clock transition at the registers reads 0.06 ns. On the critical path the data arrives at around 3.6 ns. The total DRC errors in the routed layout came out at 0. The congestion estimate from routability-driven global placement came to approximately 0.76. Once the clock tree was built, the resizer swapped 0 gates to a different size. In this run the number of H-tree levels came out at 1.

The count of fill cells added during filler insertion is 3365. Nets still carrying antenna violations after routing amount to 0. The starting density of the core came out at 30.7%. The number of cells in the finished layout apart from fillers came out at 1186. The share of the core filled with cells in the final layout came out at between 30% and 40%. The count of vias placed by the detailed router came out at about 5800. The number of warnings the tools reported is 33. The synthesis-to-layout area growth is 19.2%.

The top cell type's share of synthesized area came out at 76.6%. The most used flip-flop cell is edfxtp_1. The HPWL reported at the end of detailed placement is 13800 um. Checking hold timing, the worst path is listed with class reg2reg. The via density per instance came out at 4.85. The average cell area after synthesis came out at 18.4 sq um. The most frequently used library cell after synthesis is edfxtp_1. The total of warnings raised by yosys is 2. The data required time of the worst path is between 6 and 7 ns. The leakage power figure came out at 4.21 nW. Per the layout area report, the combinational gate area comes to around 2200 sq um. The chip area line of the yosys report is 11300 sq um. TritonCTS built the clock tree. The post-CTS repair timing setup buffer count came out at 0. The total setup violations reported at the end of the flow came out at 0. The count of flip-flops with a built-in enable after synthesis is 288. The fraction of final layout cells sized beyond drive strength 1 is 18.0%. The final clock period utilization by the worst path came out at 51.9%.

The total area inside the core boundary comes to 36800 sq um. For this run, the total global-route usage over all layers was measured as 13.4%. The worst-case setup slack after placement is 3.02 ns.
[power breakdown]
part / switching (mW) / internal [mW] / total, mW
clock: 0.672 / 0.907 / 1.58
combinational: 0.940 / 0.701 / 1.64
sequential: 0.122 / 2.41 / 2.54
total: 1.73 / 4.02 / 5.76
[routing by layer]
metal	routed length, um	share of wire [%]	GRT usage, %	vias up
met2	10900	46	20.5	249
met5	0	0	0	-
li1	-	-	-	2667
met3	2550	11	6.58	36
met1	9750	41	18.4	2805
met4	418	1.8	2.23	0
[critical path: stages (launching register included)]
cell	delay [ns]
dfrtp_2	0.80
buf_4	0.59
and2_1	0.20
buf_4	0.40
or2_2	0.38
buf_4	0.49
a41oi_2	0.18
[kinds of logic (layout without fill, tap and decap cells)]
kind of cell             after synthesis  after routing
buffers and inverters                 50            153
adder cells (fa/ha/maj)               12             12
AND-OR/OR-AND                         99             99
XOR/XNOR                               3              3
AND/OR/NAND/NOR                      120            120
multiplexers                          35             35
flip-flops                           296            296
[final timing paths]
path                       cells past startpoint  startpoint  slack [ns]           end
max                                            6     head[2]        3.13  data_out[31]
min                                            1     tail[0]        0.62       tail[0]
max reg2reg                                    6     head[2]        3.13  data_out[31]
min reg2reg                                    1     tail[0]        0.62       tail[0]
max in group asynchronous                      2         rst        5.06        _empty
min in group asynchronous                      2         rst        1.15       tail[2]
[flip-flops by register name, indices dropped and copies added, names as in the netlist]
signal	count
data_out	32
queue	256
head	3
tail	3
_empty	1
_full	1
[cell usage in the layout, fill, tap and decap left out, types with 9 or more instances in the layout]
cell type | synthesis | routed
nand2_1 | 66 | 66
mux2_2 | 35 | 35
clkdlybuf4s50_1 | 0 | 69
edfxtp_1 | 288 | 288
buf_4 | 0 | 21
a222oi_1 | 32 | 32
a22o_1 | 32 | 32
clkbuf_16 | 0 | 31
ha_1 | 12 | 12
nor3_1 | 34 | 34
a41oi_2 | 30 | 30
clkinv_1 | 0 | 9
[area by class of cell]
cell class              count  area share [%]
clock buffers              39            5.99
clock inverters            16           0.762
inverters                   8           0.223
multi-input cells         269            16.6
flip-flops and latches    296            65.8
well taps                 468            4.35
repair buffers             90            6.30
Power figures rest on the tool's default switching activity, not on a simulated workload.

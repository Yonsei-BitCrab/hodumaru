`/design/flow/config.mk`:
```
export PLATFORM = sky130hd
export DESIGN_NAME = STACK_MACHINE_DATA
export DESIGN_NICKNAME = STACK_MACHINE_DATA
export VERILOG_FILES = /design/flow/design.v
export SDC_FILE = /design/flow/constraint.sdc
export NUM_CORES = 4
export LEC_CHECK = 1
export CORE_UTILIZATION = 50
```
`/design/flow/constraint.sdc`:
```
current_design STACK_MACHINE_DATA

set clk_period 4.9
set clk_io_pct 0.2

create_clock -name clk0 -period $clk_period [get_ports {clk}]

set non_clock_inputs [all_inputs -no_clocks]
set_input_delay [expr $clk_period * $clk_io_pct] -clock clk0 $non_clock_inputs
set_output_delay [expr $clk_period * $clk_io_pct] -clock clk0 [all_outputs]
```
`/design/flow/design.v`:
```
module STACK_MACHINE_DATA  ( clk, rst,
								ctl, o_wait,
								DATA_in, DATA_out,
                            o_STACK_REG0, o_STACK_REG1, o_STACK_REG2,   
                            o_state, o_state_next
);
parameter DATA_WIDTH = 32;
parameter STACK_SIZE = 3;        
input clk, rst;
input [1:0] ctl;
input [DATA_WIDTH-1:0] DATA_in;
output reg o_wait;
output [DATA_WIDTH-1:0] DATA_out;
output [15:0]  o_STACK_REG0, o_STACK_REG1, o_STACK_REG2;   
output [1:0] o_state, o_state_next;
reg [1:0] next_state_reg, state_reg;
reg[DATA_WIDTH-1:0] _STACK_REG[STACK_SIZE-1:0];
reg[DATA_WIDTH-1:0] _next_STACK_REG[STACK_SIZE-1:0];
reg [DATA_WIDTH-1:0] buf_DATA_out;
always @(posedge clk) begin
	state_reg <= next_state_reg;
end
always @(posedge clk) begin
    if (rst)  begin
        _STACK_REG[0] <= 0;
        _STACK_REG[1] <= 0;
        _STACK_REG[2] <= 0;
    end
    else begin
        _STACK_REG[0] <= _next_STACK_REG[0];
        _STACK_REG[1] <= _next_STACK_REG[1];
        _STACK_REG[2] <= _next_STACK_REG[2];
    end
end
always @(posedge clk) begin
	if (rst) begin
		next_state_reg <= 0;
	end
	else begin
		case(state_reg)
			2'b00:
				case (ctl)
				2'b00:
					next_state_reg <= 2'b00;
				2'b01:
					next_state_reg <= 2'b00;
				2'b10:
					next_state_reg <= 2'b00;
				2'b11:
					next_state_reg <= 2'b01;
				default:
					next_state_reg <= 2'b00;
				endcase
			2'b01:
				case (ctl)
				2'b00:
					next_state_reg <= 2'b00;
				2'b01:
					next_state_reg <= 2'b01;
				2'b10:
					next_state_reg <= 2'b01;
				2'b11:
					next_state_reg <= 2'b10;
				default:
					next_state_reg <= 2'b00;
				endcase
			2'b10:
				case (ctl)
				2'b00:
					next_state_reg <= 2'b01;
				2'b01:
					next_state_reg <= 2'b10;
				2'b10:
					next_state_reg <= 2'b10;
				2'b11:
					next_state_reg <= 2'b11;
				default:
					next_state_reg <= 2'b00;
				endcase
			2'b11:
				case (ctl)
				2'b00:
					next_state_reg <= 2'b10;
				2'b01:
					next_state_reg <= 2'b11;
				2'b10:
					next_state_reg <= 2'b11;
				2'b11:
					next_state_reg <= 2'b10;
				default:
					next_state_reg <= 2'b00;
				endcase
			default:
				next_state_reg <= next_state_reg;
		endcase
	end
end
always @(posedge clk) begin
	if (rst) begin
        buf_DATA_out <= 0;
		o_wait <= 1'b0;
        _next_STACK_REG[0] <= 0;
        _next_STACK_REG[1] <= 0;
        _next_STACK_REG[2] <= 0;
	end
	else begin
		case (state_reg)
		2'b00:
			case (ctl)
			2'b00:
            begin
                buf_DATA_out <= _STACK_REG[0];
				o_wait <= 1'b0;
                _next_STACK_REG[0] <= 0;
                _next_STACK_REG[1] <= 0;
                _next_STACK_REG[2] <= 0;
            end
			2'b01:
            begin
                buf_DATA_out <= {{(DATA_WIDTH/2){1'b0}}, DATA_in[DATA_WIDTH/2-1:0]};
				o_wait <= 1'b0;
                _next_STACK_REG[0] <= 0;
                _next_STACK_REG[1] <= 0;
                _next_STACK_REG[2] <= 0;
            end
			2'b10:
            begin
                buf_DATA_out <= DATA_in;
				o_wait <= 1'b0;
                _next_STACK_REG[0] <= 0;
                _next_STACK_REG[1] <= 0;
                _next_STACK_REG[2] <= 0;
            end
			2'b11:
            begin
                buf_DATA_out <= {{(DATA_WIDTH/2){1'b0}}, DATA_in[(DATA_WIDTH/2)-1:0]};
				o_wait <= 1'b0;
                _next_STACK_REG[0] <= {{(DATA_WIDTH/2){1'b0}}, DATA_in[DATA_WIDTH-1:(DATA_WIDTH/2)]};
                _next_STACK_REG[1] <= 0;
                _next_STACK_REG[2] <= 0;
            end
			endcase
		2'b01:
			case (ctl)
			2'b00:
            begin
                buf_DATA_out <= _STACK_REG[0];
				o_wait <= 1'b0;
                _next_STACK_REG[0] <= 0;
                _next_STACK_REG[1] <= 0;
                _next_STACK_REG[2] <= 0;
            end
			2'b01:
            begin
                buf_DATA_out <= _STACK_REG[0];
				o_wait <= 1'b0;
                _next_STACK_REG[0] <= {{(DATA_WIDTH/2){1'b0}}, DATA_in[(DATA_WIDTH/2)-1:0]};
                _next_STACK_REG[1] <= 0;
                _next_STACK_REG[2] <= 0;
            end
			2'b10:
            begin
                buf_DATA_out <= _STACK_REG[0];
				o_wait <= 1'b0;
                _next_STACK_REG[0] <= DATA_in;
                _next_STACK_REG[1] <= 0;
                _next_STACK_REG[2] <= 0;
            end
			2'b11:
            begin
                buf_DATA_out <= _STACK_REG[0];
				o_wait <= 1'b0;
                _next_STACK_REG[0] <= {{(DATA_WIDTH/2){1'b0}}, DATA_in[(DATA_WIDTH/2)-1:0]};
                _next_STACK_REG[1] <= {{(DATA_WIDTH/2){1'b0}}, DATA_in[DATA_WIDTH-1:(DATA_WIDTH/2)]};
                _next_STACK_REG[2] <= 0;
            end
			endcase
		2'b10:
			case (ctl)
			2'b00:
            begin
                buf_DATA_out <= _STACK_REG[0];
				o_wait <= 1'b0;
                _next_STACK_REG[0] <= _STACK_REG[1];
                _next_STACK_REG[1] <= 0;
                _next_STACK_REG[2] <= 0;
            end
			2'b01:
            begin
                buf_DATA_out <= _STACK_REG[0];
				o_wait <= 1'b0;
                _next_STACK_REG[0] <= _STACK_REG[1];
                _next_STACK_REG[1] <= {{(DATA_WIDTH/2){1'b0}}, DATA_in[(DATA_WIDTH/2)-1:0]};
                _next_STACK_REG[2] <= 0;
            end
			2'b10:
            begin
                buf_DATA_out <= _STACK_REG[0];
				o_wait <= 1'b0;
                _next_STACK_REG[0] <= _STACK_REG[1];
                _next_STACK_REG[1] <= DATA_in;
                _next_STACK_REG[2] <= 0;
            end
			2'b11:
            begin
                buf_DATA_out <= _STACK_REG[0];
				o_wait <= 1'b0;
                _next_STACK_REG[0] <= _STACK_REG[1];
                _next_STACK_REG[1] <= {{(DATA_WIDTH/2){1'b0}}, DATA_in[(DATA_WIDTH/2)-1:0]};
                _next_STACK_REG[2] <= {{(DATA_WIDTH/2){1'b0}}, DATA_in[DATA_WIDTH-1:(DATA_WIDTH/2)]};
            end
			endcase
		2'b11:
			case (ctl)
			2'b00:
            begin
                buf_DATA_out <= _STACK_REG[0];
				o_wait <= 1'b0;
                _next_STACK_REG[0] <= _STACK_REG[1];
                _next_STACK_REG[1] <= _STACK_REG[2];
                _next_STACK_REG[2] <= 0;
            end
			2'b01:
            begin
                buf_DATA_out <= _STACK_REG[0];
				o_wait <= 1'b0;
                _next_STACK_REG[0] <= _STACK_REG[1];
                _next_STACK_REG[1] <= _STACK_REG[2];
                _next_STACK_REG[2] <= {{(DATA_WIDTH/2){1'b0}}, DATA_in[(DATA_WIDTH/2)-1:0]}; 
            end
			2'b10:
            begin
                buf_DATA_out <= _STACK_REG[0];
				o_wait <= 1'b0;
                _next_STACK_REG[0] <= _STACK_REG[1];
                _next_STACK_REG[1] <= _STACK_REG[2];
                _next_STACK_REG[2] <= DATA_in;
            end
			2'b11:
            begin
                buf_DATA_out <= _STACK_REG[0];
				o_wait <= 1'b1;
                _next_STACK_REG[0] <= _STACK_REG[1];
                _next_STACK_REG[1] <= _STACK_REG[2];
                _next_STACK_REG[2] <= 0;
            end
			endcase
		endcase
	end
end
assign o_STACK_REG0 = _STACK_REG[0];
assign o_STACK_REG1 = _STACK_REG[1];
assign o_STACK_REG2 = _STACK_REG[2];
assign o_state_next = next_state_reg;
assign o_state = state_reg;
assign DATA_out = buf_DATA_out;
endmodule
```
`/design/flow/run.sh`:
```
#!/bin/bash
# OpenROAD 26Q1-2900-gdf79404cd8, Yosys 0.63+post, stock flow scripts
make -C /OpenROAD-flow-scripts/flow DESIGN_CONFIG=/design/flow/config.mk WORK_HOME=/design/flow/orfs finish
```
==> run summary <==
impl run done, here's what came out: largest fanout on the critical path=34, worst vdd rail ir drop=0.000333 V, required time of the critical path=between 5 and 6 ns, share of power burned in combinational logic=under 10%, final hold violation count=0, final tally of setup violations=0, Dominant combinational family=simple AND/OR/NAND/NOR gates, Final Instance Area=a little over 9000 sq um, GRT overflow=0, crit-path leading delay family=simple AND/OR/NAND/NOR gates, area after detailed placement=approximately 8600 sq um, biggest area consumer among synthesized cells=sky130_fd_sc_hd__dfxtp_1, post-CTS sizing=0, vias per std cell=5.16, switching portion of total power=about a fifth, final count of pins violating max slew=0, run status=completed, busiest layer in global routing=met1, die footprint=approximately 16000 sq um, overall power of the completed layout=between 0.003 and 0.004 W, delay of the slowest cell on the worst path=about 0.83 ns, clk ins delay skew pair=0.50 ns, GR Util met3=between 3 and 4%, number of unique standard cell types used by synthesis=30, Net Switching=around 0.00080 W, largest registers=_STACK_REG x96, _next_STACK_REG x96, buf_DATA_out x32, clock sinks=between 200 and 250, Hold Path Class=reg -> reg, setup tns final=0 ns, cells in synth_stat.txt=slightly below 800, Clock Power Share=44.8%, buffer-and-inverter tally for the worst setup path=3, violation count after the first detailed-routing iteration=between 200 and 300, first-pass GRT wire length=around 27000 um, number of remaining DRC errors=0, sum of net half-perimeters after detailed placement=around 11000 um, fin crit period=approximately 3.4 ns, xor and xnor fraction of the mapped netlist area=0%, final clock skew=0.00721 ns, top cells by area, synth=sky130_fd_sc_hd__dfxtp_1, sky130_fd_sc_hd__nor2b_1, sky130_fd_sc_hd__buf_4, level count of the clock H-tree=1, layout cells sized above 1=6.24%, number of antenna violations at the first check in global routing=0, number of global-route vias before repair=5013, clk buf depth=3, die width=between 100 and 150 um, Clock Root Buffer=sky130_fd_sc_hd__clkbuf_16, final weighted congestion in routability-driven placement=a little under 0.9, sum of routed wire length over all layers=between 15000 and 20000 um, and-or/or-and share of the synthesized area=between 10% and 20%, pin count of the biggest net entering global routing=62, transition time at the pin with the least slew margin=0.846 ns, yosys synthesis warning count=3, Arrival @ worst endpoint=between 3 and 4 ns, starting utilization of the core area=between 50% and 60%, internal power=0.00302 W, Global Route met2 Usage=34.4%, Seq/Total Area, Yosys=around three fifths, tightest slew margin relative to the limit=43.3%, Avg Inst Size Synth=roughly 10 sq um, count of input and output buffers=around 120, Die Height=between 100 and 150 um, number of placement rows=~44, number of buffers inserted for hold repair after clock tree synthesis=0, Via Count=5251, Core Region=approximately 15000 sq um, maximum clock frequency=just under 300 MHz, standard cell with the maximum stage delay on the critical path=sky130_fd_sc_hd__nor4b_4, number of routed nets with antenna violations=0, register share of total power=between 40 and 50%, drt pass-1 iters=4, arithmetic-cell share of the synthesized area counting full adders, half adders and majority gates=less than 1%, overall routing resource usage=approximately 22%, Antenna Cells=0, Max-area cell share=59.8%, average wire length per cell after detail routing=about 16 um, number of buffers inserted during clock tree synthesis=23, leakage power summed over all cells=3.43 nW, TritonCTS clock tree=done, summed instance area of the synthesized netlist=around 7700 sq um, area added between synthesis and finish=21.5%, synthesized instance count=around 770, setup repair after global routing missed its margin=no, flip-flop and latch count after synthesis=roughly 230, crit share post-route=slightly below 70%, Cell Chain, Critical Path=clkdlybuf4s50_1, inv_1, ha_1, buf_4, or2_1, nor4b_4, a22o_1, fraction of met1 tracks used by global routing=35.1%, share of synthesized cell area in and, or, nand and nor gates=a little under a fifth, setup bufs post-CTS=0, clock slew at the register clock pins of the worst setup and hold paths=0.06 ns, stage-log warning count=29, area of the synthesized netlist per yosys stat=around 7700 sq um, power density over the cells=roughly 400 nW/um^2, count of maximum capacitance violations=0, dpl cells=just under 1000, worst setup path class=in -> reg, Post-synth mux share=0%, number of cells in the finished layout apart from fillers=slightly above 1000, number of top-level pins=about 120, startpoint class of the critical path=primary input, CP endpoint kind=register
through the flow:
stage                     setup WS, ns  hold WS, ns  util, %
after floorplan                   2.61        0.310        -
after global placement            1.12        0.352     58.0
after detailed placement          1.01        0.350     58.0
after CTS                         1.54        0.362     63.1
after global routing              1.30        0.367     63.1
final                             1.54        0.357     63.1
path summary, 6_finish.rpt:
check,startpoint,to,slack (ns),cells after the start
min reg2reg,next_state_reg[1],state_reg[1],0.36,0
max reg2reg,state_reg[1],_next_STACK_REG[1][12],2.65,4
min,next_state_reg[1],state_reg[1],0.36,0
max,ctl[0],_next_STACK_REG[1][12],1.54,7
routing by layer:
layer  vias to the layer above  part of all wire [%]
li1                       2617                     -
met1                      2462                    47
met2                       146                    46
met3                        26                   4.8
met4                         0                   2.0
met5                         -                     0
cell usage in the layout, fill, tap and decap left out, drive strengths merged, types with 4 or more instances in the layout:
master	count
dfxtp	229
a21oi	21
ha	4
nor2b	100
nand2	95
nor2	64
a22o	17
a32oi	37
nand2b	4
buf	12
nand3	16
o21ai	48
clkbuf	35
a221o	11
clkdlybuf4s50	119
synthesized netlist by cell type (all sizes together):
cell type / count
or3: 2
o2bb2ai: 2
and2: 1
and3: 1
nand3: 16
a21oi: 21
nor4b: 1
nand4: 3
a32oi: 37
and3b: 1
o21a: 2
inv: 2
a22o: 17
buf: 73
o211a: 1
nand2: 95
o21ai: 48
a221o: 11
nor2: 64
nand2b: 4
clkbuf: 32
or2: 1
nor3: 1
nor2b: 100
ha: 4
dfxtp: 229
logic make-up after synthesis:
logic type / Yosys count
AND/OR/NAND/NOR: 290
flip-flops: 229
AND-OR/OR-AND: 139
buffers and inverters: 107
adder cells (fa/ha/maj): 4
final cells by class:
cell class | count | area [sq um]
clock buffer | 35 | 711
clock inverter | 4 | 48.8
fill | 1149 | 5440
inverter | 2 | 7.51
multi-input combinational | 433 | 2450
sequential | 229 | 4580
tap | 184 | 230
timing repair buffer | 131 | 1280
power by group through the flow:
stage	Clock (W)	Combinational [W]	Sequential (W)
5_1_grt	0.00183	0.000230	0.00190
6_report	0.00171	0.000210	0.00190
4_1_cts	0.00175	0.000210	0.00190
Power is estimated from default activity; no workload was simulated.
